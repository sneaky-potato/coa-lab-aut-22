--- design/flow/config.mk ---
export PLATFORM = sky130hd
export DESIGN_NAME = register_file
export DESIGN_NICKNAME = register_file
export VERILOG_FILES = /design/flow/design.v
export SDC_FILE = /design/flow/constraint.sdc
export NUM_CORES = 4
export LEC_CHECK = 1
export CORE_UTILIZATION = 40
--- design/flow/constraint.sdc ---
current_design register_file

set clk_period 12.7
set clk_io_pct 0.2

create_clock -name clk0 -period $clk_period [get_ports {clk}]

set non_clock_inputs [all_inputs -no_clocks]
set_input_delay [expr $clk_period * $clk_io_pct] -clock clk0 $non_clock_inputs
set_output_delay [expr $clk_period * $clk_io_pct] -clock clk0 [all_outputs]
--- design/flow/run.sh ---
#!/bin/bash
# OpenROAD 26Q1-2900-gdf79404cd8, Yosys 0.63+post, stock flow scripts
make -C /OpenROAD-flow-scripts/flow DESIGN_CONFIG=/design/flow/config.mk WORK_HOME=/design/flow/orfs finish
--- design/flow/design.v ---
`timescale 1ns / 1ps
module register_file (
    input clk,
    input rst,
    input [4:0] rs,
    input [4:0] rt,
    input regWrite,
    input [4:0] writeReg,
    input [31:0] writeData,
    output [31:0] rs_out,
    output [31:0] rt_out
    );
    reg signed [31:0] registers [31:0];
    integer i;
    always @(posedge clk or posedge rst) 
    begin
        if (rst) 
        begin
            for (i = 0; i < 32; i = i + 1)
                registers[i] <= 32'd0;
        end 
        else if (regWrite) 
        begin
            registers[writeReg] <= writeData;
        end 
    end
    assign rs_out = registers[rs];
    assign rt_out = registers[rt]; 
endmodule
==> reports/metrics.csv <==
metric;value;unit
Final Core Density;0.462;
# DRC;0;
VDD IR max;0.109;mV
Insertion Delay late pin;760;ps
WP buf/inv;5;
dpl cells;5961;
Fin. Hold Viols;0;
first-pass GRT wire length;376;mm
Avg Inst Size Synth;11.7;µm²
FFs w/ async S/R, synth;1.00;
Routed WL;276;mm
Inserted Clock Buffers;111;
synth unique cells;63;
hold_buf cts;0;
Slew headroom;0.227;
Power Dens Cells;159;nW/µm²
Clock Path Buffers;3;
DP Wirelength;167;mm
largest fanout on the critical path;27;
largest register by flop count;registers;
yosys stat cell total;4395;
Yosys top cell by instances;mux2_2;
max FFs per register;1024;
Critical Path Source Type;input pin;
LEAKAGE;25.5;nW
Final Skew;0;ps
overall die height;360;µm
Root Buffer Master;clkbuf_16;
pre-CTS setup slack;3180;ps
number of I/O pins;114;
max incr delay on CP;650;ps
top flop regs;registers (1024);
via/cell ratio;7.36;
Post-DRT Antenna Nets;0;
Final setup viols;0;
Reg clk slew, reported paths;60;ps
hold crit path type;reg2reg;
Final period util;0.777;
Primary FF master, synth;dfrtp_1;
Worst Tran Pin Value;1160;ps
vias in the first global route;44400;
pin count of the biggest net entering global routing;126;
Avg WL per Cell;44.8;µm
vias after detailed routing;45500;
TNS Setup;0;ps
cts repair resizes;0;
post-route setup slack;2830;ps
CTS Sinks;1024;
WP data arrival;7330;ps
max cap viols;0;
delay-heaviest family, CP;buffers and inverters;
CP cell instances;buf_2 -> buf_4 -> nand2b_1 -> buf_4 -> nor2_4 -> buf_4 -> a22oi_1 -> o21ai_0 -> a2111oi_0 -> a21oi_1 -> clkdlybuf4s50_1;
Starting DRT DRC Count;5785;
YS chip area;51400;µm²
FP Util;0.403;
RSZ-0062 raised after global routing;false;
outcome;complete, no violations;
Post-CTS Repair Setup Buffers;0;
Yosys reg bits;1024;
post-synth top area cell;dfrtp_1;
share of cells above drive strength 1;0.345;
core footprint;128000;µm²
final hold slack;526;ps
Synth Instances;4395;
post-route minimum period;9870;ps
Final Wtd Congestion;1.08;
Fmax;101;MHz
gr usage total;0.441;
Crit. End Element;output port;
reg-to-reg slack, setup;11750;ps
antenna violations before repair;15;
Synth top area share;0.499;
Synth Seq Share;0.499;
Critical-path top delay cell;buf_2;
WS Path Type;in2out;
Synth-to-Final Area Change;14.8;%
Cell area leaders;dfrtp_1 50%, mux2_2 23%, a22oi_1 11%;
Top cell by count, worst path;buf_4;
number of core rows;131;
DR pass1 iterations;9;
yosys synthesis warning count;2;
Post-synth EDFFs;0;
CTS tree;yes;
required time of the critical path;10160;ps
port bufs;113;
die area;130000;µm²
Die W;360;µm
total grt overflow;0;
Slew Viols, Final;0;
Synth top cells by count;1031 x mux2_2, 1024 x dfrtp_1, 756 x a22oi_1;
Cell Area, Synth;51400;µm²
Tool Warnings;43;
H-tree levels;3;
Cell Count, Final, Fillers Out;6175;
## path summary, 6_finish.rpt
check,cells past startpoint,end,from
worst max register to register,1,registers[24][10]$_DFFE_PP0P_,registers[24][10]$_DFFE_PP0P_
worst max-delay path,11,rt_out[13],rt[3]
worst min register to register,1,registers[24][27]$_DFFE_PP0P_,registers[24][27]$_DFFE_PP0P_
min in group asynchronous,2,registers[7][0]$_DFFE_PP0P_,rst
worst min-delay path,1,registers[24][27]$_DFFE_PP0P_,registers[24][27]$_DFFE_PP0P_
max in group asynchronous,6,registers[12][17]$_DFFE_PP0P_,rst
## power by group
| part | internal (mW) | leakage (nW) | switching [mW] |
|---|---|---|---|
| registers | 3.90 | 13.1 | 0.673 |
| logic | 0.709 | 10.5 | 0.660 |
| clock network | 2.00 | 1.88 | 1.44 |
## through the flow
step | power (mW) | instance area (µm²)
after global placement | 5.88 | 55100
after CTS | 9.32 | 58900
after floorplan | 5.19 | 51400
final | 9.38 | 59000
after detailed placement | 5.90 | 55100
after global routing | 9.63 | 58900
## cells by family after synthesis
kind of cell,Yosys count,share of synthesized area
muxes,1084,0.237
AOI/OAI and AO/OA,1074,0.156
DFF,1024,0.499
and+or+nand+nor,776,0.0731
buffers and inverters,437,0.0349
## cell type report
class | instances | area (µm²)
Clock buffer | 152 | 3200
Multi-Input combinational cell | 2934 | 24600
Tap cell | 1662 | 2080
Clock inverter | 48 | 622
Sequential cell | 1024 | 25600
Timing Repair Buffer | 334 | 2810
Fill cell | 11500 | 68600
Antenna cell | 14 | 35.0
Inverter | 7 | 30.0
## cell usage in the layout, fill, tap and decap left out, drive strengths merged, types with 5 or more instances in the layout
master and instances:
a221o 6, dfrtp 1024, a22o 43, or3 9
o2bb2ai 6, and4 9, a22oi 756, o32ai 5
a2111oi 8, mux2 1036, nor2b 19, a32oi 24
and3 8, nand2b 15, bufinv 12, nor2 177
clkbuf 152, or2 5, a31oi 24, clkdlybuf4s50 107
clkinvlp 7, nand3 54, or3b 6, nor3b 6
clkinv 26, nand3b 9, a222oi 14, o32a 15
nand2 240, buf 227, o21ai 25, and2 10
a21oi 84, diode 14, mux2i 47, nor3 73
a221oi 30, nand4 90, inv 10, nor4 36
## per-layer routing
layer | up-vias | global-route usage | routed length, µm
met5 | - | 0.0281 | 687
met4 | 29 | 0.259 | 22800
met3 | 1475 | 0.292 | 49400
met2 | 4224 | 0.569 | 108000
met1 | 22900 | 0.550 | 95900
li1 | 16900 | - | -
Power is estimated from default activity; no workload was simulated.
