==> design/flow/design.v <==
`timescale 1ns / 1ps
module alu(
    input signed [31:0] in1, 
    input signed [31:0] in2, 
    input [4:0] ALUop, 
    input comp_sel, 
    output reg carry,
    output reg zero, 
    output reg sign, 
    output reg [31:0] result
    );
    wire carry_wirep;
    wire [31:0] not1Out, adder1Out, shifterOut, and1Out, xor1Out, mux1Out, mux2Out;
    mux21_32b mux1 (.in1(in1), .in2(32'd1), .sel(comp_sel), .out(mux1Out));
    mux21_32b mux2 (.in1(in2), .in2(not1Out), .sel(comp_sel), .out(mux2Out));
    cla_32_lcu adder1(.in1(mux1Out), .in2(mux2Out), .cin(1'b0), .cout(carry_wire), .out(adder1Out));
    shifter shifter1 (.in(mux1Out), .shamt(mux2Out), .left_shift(ALUop[1]), .out(shifterOut), .arithmetic_shift(ALUop[0]));
    assign xor1Out = mux1Out ^ mux2Out;
    assign and1Out = mux1Out & mux2Out;
    assign not1Out = ~in2;
    always @(*) 
    begin
        case(ALUop)
            5'b00000: 
                result = mux1Out;
            5'b00001: 
            begin
                carry = carry_wire;
                result = adder1Out;
            end
            5'b00101:
                result = adder1Out;
            5'b00010:
                result = and1Out;
            5'b00011:
                result = xor1Out;
            5'bxx010:
                result = shifterOut;
            default:
                result = 32'd0;
        endcase
    end
    always @(result) 
    begin
        if (!result) zero = 1'b1;
        else zero = 1'b0;
        sign = result[31];
    end
endmodule
`timescale 1ns / 1ps
module cla_16_lcu(input[15:0] in1,input[15:0] in2,input cin,output[15:0] out,output cout, output propout, output genout);
	wire [3:0] prop_wire;
	wire [3:0] gen_wire;
    wire [3:0] c_wire; 
	lcu_4 lcu(.prop(prop_wire), .gen(gen_wire), .cin(cin), .carry(c_wire), .cout(cout), .propout(propout), .genout(genout));
	cla_4_aug cla1_aug(.in1(in1[3:0]), .in2(in2[3:0]), .cin(cin), .out(out[3:0]), .prop(prop_wire[0]), .gen(gen_wire[0]));
	cla_4_aug cla2_aug(.in1(in1[7:4]), .in2(in2[7:4]), .cin(c_wire[1]), .out(out[7:4]), .prop(prop_wire[1]), .gen(gen_wire[1]));
	cla_4_aug cla3_aug(.in1(in1[11:8]), .in2(in2[11:8]), .cin(c_wire[2]), .out(out[11:8]), .prop(prop_wire[2]), .gen(gen_wire[2]));
	cla_4_aug cla4_aug(.in1(in1[15:12]), .in2(in2[15:12]), .cin(c_wire[3]), .out(out[15:12]), .prop(prop_wire[3]), .gen(gen_wire[3]));
endmodule
`timescale 1ns / 1ps
module cla_32_lcu(input[31:0] in1,input[31:0] in2,input cin,output [31:0] out,output cout, output propout, output genout);
    wire [1:0] prop_wire;
    wire [1:0] gen_wire;
    wire [1:0] carry;
    lcu_16 lcu(.prop(prop_wire), .gen(gen_wire), .cin(cin), .carry(carry), .propout(propout), .genout(genout), .cout(cout));
	cla_16_lcu cla1(.in1(in1[15:0]), .in2(in2[15:0]), .cin(cin), .out(out[15:0]), .propout(prop_wire[0]), .genout(gen_wire[0]));
	cla_16_lcu cla2(.in1(in1[31:16]), .in2(in2[31:16]), .cin(carry[1]), .out(out[31:16]), .propout(prop_wire[1]), .genout(gen_wire[1]));
endmodule
`timescale 1ns / 1ps
module cla_4_aug(input[3:0] in1,input[3:0] in2,input cin,output[3:0] out,output cout,output prop, output gen);
    wire[3:0] prop_wire;
    wire[3:0] gen_wire;
    wire c0, c1, c2, c3;
    assign prop_wire = in1 ^ in2;
    assign gen_wire = in1 & in2;
    assign c0 = cin;
    assign c1 = gen_wire[0] | (prop_wire[0] & c0);
    assign c2 = gen_wire[1] | (prop_wire[1] & c1);
    assign c3 = gen_wire[2] | (prop_wire[2] & c2);
    assign out[0] = prop_wire[0] ^ c0;
    assign out[1] = prop_wire[1] ^ c1;
    assign out[2] = prop_wire[2] ^ c2;
    assign out[3] = prop_wire[3] ^ c3;
    assign prop = prop_wire[3] & prop_wire[2] & prop_wire[1] & prop_wire[0];
    assign gen = gen_wire[3] | (prop_wire[3] & gen_wire[2]) | (prop_wire[3] & prop_wire[2] & gen_wire[1]) | (prop_wire[3] & prop_wire[2] & prop_wire[1] & gen_wire[0]);
    assign cout = gen + (prop & cin);
endmodule
`timescale 1ns / 1ps
module lcu_16(input[1:0] prop,input[1:0] gen,input cin, output [1:0] carry, output propout, output genout,output cout);
	assign carry[0] = cin;
    assign carry[1] = gen[0] | (prop[0] & cin);
	assign cout = gen[1] | (prop[1] & gen[0]) | (prop[1] & prop[0] & cin);
endmodule
`timescale 1ns / 1ps
module lcu_4(input[3:0] prop,input[3:0] gen,input cin,output[3:0] carry, output propout, output genout,output cout);
	assign carry[0] = cin;
	assign carry[1] = gen[0] | (prop[0] & carry[0]);
    assign carry[2] = gen[1] | (prop[1] & carry[1]);
    assign carry[3] = gen[2] | (prop[2] & carry[2]);
	assign cout = gen[3] | (prop[3] & carry[3]);
	assign propout = prop[3] & prop[2] & prop[1] & prop[0];
	assign genout = gen[3] | (prop[3] & gen[2]) | (prop[3] & prop[2] & gen[1]) | (prop[3] & prop[2] & prop[1] & gen[0]);
endmodule
`timescale 1ns / 1ps
module mux21_32b(
    input [31:0] in1, 
    input [31:0] in2, 
    input sel, 
    output [31:0] out
    );
    assign out = (sel) ? in2 : in1;
endmodule
`timescale 1ns / 1ps
module shifter(
    input signed [31:0] in, 
    input [31:0] shamt, 
    input left_shift, 
    input arithmetic_shift,
    output reg [31:0] out
    );
    always @(*) 
    begin
        if (arithmetic_shift)
        begin
            if (left_shift) 
            begin
                out = in;
            end else 
            begin
                out = in >>> shamt;
            end
        end else 
        begin
            if (left_shift) 
            begin
                out = in << shamt;
            end else 
            begin
                out = in >> shamt;
            end
        end
    end
endmodule
==> design/flow/run.sh <==
#!/bin/bash
# OpenROAD 26Q1-2900-gdf79404cd8, Yosys 0.63+post, stock flow scripts
make -C /OpenROAD-flow-scripts/flow DESIGN_CONFIG=/design/flow/config.mk WORK_HOME=/design/flow/orfs finish
==> design/flow/config.mk <==
export PLATFORM = sky130hd
export DESIGN_NAME = alu
export DESIGN_NICKNAME = alu
export VERILOG_FILES = /design/flow/design.v
export SDC_FILE = /design/flow/constraint.sdc
export NUM_CORES = 4
export LEC_CHECK = 1
export CORE_UTILIZATION = 30
==> design/flow/constraint.sdc <==
current_design alu

set clk_period 13.7
set clk_io_pct 0.2

create_clock -name clk0 -period $clk_period

set non_clock_inputs [all_inputs -no_clocks]
set_input_delay [expr $clk_period * $clk_io_pct] -clock clk0 $non_clock_inputs
set_output_delay [expr $clk_period * $clk_io_pct] -clock clk0 [all_outputs]
==> results.py <==
# Synthesis and PnR figures
metrics = {
    "layout": {
        "fin_area_mm2": 0.00731,
        "largest_reg_flops": 1,
        "stdcell_count": 1131,
        "area_growth_syn_to_layout_pct": 18.1,
        "drive_gt1_share_pct": 10.7,
    },
    "power_and_ir_drop": {
        "p_per_area_mw_per_mm2": 37.9,
        "peakVddDrop_v": 0.0000252,
        "finalPower_uw": 277,
        "leakage_nw": 2.88,
    },
    "grt": {
        "grt_usage_pct": 26.2,
        "antenna_found_initial": 0,
        "grt_pass1_vias": 6787,
        "grt_max_degree": 59,
        "grt_pass1_wl_mm": 42.0,
        "overflow": 0,
    },
    "routing": {
        "drc": 0,
        "routed_wl_mm": 27.5,
        "drtIter0Drc": 810,
        "dr.pass1.iters": 6,
        "vias": 7148,
        "wl_per_cell_um": 24.3,
        "n_antenna_cell": 0,
        "ant_nets": 0,
        "vias_per_cell": 6.32,
    },
    "cts": {
        "cts_hold_buf": 0,
        "cts_setup_buffers": 0,
        "cts_resized": 0,
    },
    "critical_path": {
        "cp.required_ns": 10.96,
        "crit_type": "input pin to primary output",
        "cp.arrival_ns": 9.47,
        "end_kind": "primary output",
        "timing.critical_path.from_type": "input pin",
        "crit_path_max_fanout": 35,
    },
    "yosys": {
        "top_cell": "nand2_1",
        "top_cells_by_area": "mux2i_1, mux4_2, ha_1",
        "yosysWarnings": 3,
        "edf_count": 0,
        "largest_area_cell": "mux2i_1",
        "netlist.area_leader.share_pct": 8.89,
        "ys_types": 89,
        "common_cells": "nand2_1, mux2i_1, nor2_1",
        "synth.avg_cell_area_um2": 7.68,
        "netlist_area_mm2": 0.00619,
        "async_flop_share_pct": 0,
        "yosys-stat-cells": 806,
        "synth-main-ff-cell": "dlxtp_1",
        "ys_chip_area_mm2": 0.00619,
        "ys_ff": 1,
        "netlist_instances": 806,
    },
    "job": {
        "log.warning_count": 32,
        "maxCapViolations": 0,
    },
    "place": {
        "dp_cells": 1131,
        "gp_congestion": 1.01,
        "postPlaceCellArea_mm2": 0.00731,
        "port_buffers": 105,
        "dp_hpwl_mm": 21.5,
        "dpl_worst_slack_ns": 1.55,
    },
    "timing": {
        "slew_violations": 0,
        "setup_ws_ns": 1.49,
        "unconstrained_endpoints": 2,
        "layout_min_cycle_time_ns": 12.21,
        "unclocked_regs": 1,
        "hold_viol": 0,
        "fin_tns_setup_ns": 0,
        "tightest_slew_ns": 0.882,
        "grt_setup_unrepaired": "no",
        "slew_headroom_pct": 39.7,
        "fin_crit_sh_pct": 89.1,
        "setup_viol": 0,
        "fmax_mhz": 81.9,
    },
    "floorplan": {
        "row_count": 52,
        "coreArea_mm2": 0.0202,
        "initCoreUtil_pct": 30.6,
        "boundaryPins": 105,
        "die_w_um": 146,
        "die_area_mm2": 0.0212,
        "die.size.y_um": 146,
    },
    "hold_path": {
        "hold_class": "input pin to primary output",
    },
    "outcome": {
        "status": "completed",
    },
}
[worst max-delay path, stage by stage]
cell	delay [ns]
clkdlybuf4s50_1	0.46
buf_4	0.38
xnor2_4	0.17
inv_1	0.44
ha_1	0.39
nand3_1	0.11
nand2_1	0.05
a311oi_1	0.26
nor3_1	0.14
a211o_1	0.34
a31o_1	0.27
a31o_1	0.25
a31o_1	0.26
fa_1	0.45
fa_1	0.42
inv_1	0.08
fa_1	0.19
nor3_1	0.05
a221o_1	0.26
a21oi_1	0.16
o311ai_0	0.28
nor4b_2	0.31
nand4_1	0.20
nor4_2	0.28
clkdlybuf4s50_1	0.50
[area by class of cell]
class	count	area, um^2
fill	2120	12900
inverter	32	120
multi-input combinational	706	5680
sequential	1	15.0
tap	270	338
timing repair buffer	122	1160
[path summary, 6_finish.rpt]
kind / startpoint / to / slack [ns] / cells after the start
max: in2[3] / zero / 1.49 / 25
min: in2[0] / result[0] / 6.68 / 6
[per-stage QoR]
stage | utilization [%] | hold WS (ns)
floorplan | - | 5.57
global placement | 36.1 | 6.69
detailed placement | 36.1 | 6.67
CTS | 36.1 | 6.68
global route | 36.1 | 6.76
finish | 36.1 | 6.68
[power breakdown]
part,leakage [nW],total [mW],internal [mW],switching [mW]
combinational,2.87,0.277,0.119,0.158
sequential,0.00756,0.000149,0.000145,0.00000385
clock,0,0,0,0
[layout by cell type (no fill, tap or decap), drive strengths merged, types with 11 or more instances in the layout]
| cell type | Yosys | routed |
|---|---|---|
| clkdlybuf4s50 | 0 | 101 |
| nand2 | 71 | 71 |
| mux2i | 55 | 55 |
| nor2 | 54 | 54 |
| nor3 | 34 | 34 |
| a21oi | 33 | 33 |
| ha | 32 | 32 |
| inv | 29 | 29 |
| nor2b | 27 | 27 |
| xor2 | 25 | 25 |
| nand3 | 23 | 23 |
| o21ai | 23 | 23 |
| mux4 | 23 | 23 |
| buf | 40 | 21 |
| o22ai | 19 | 19 |
| fa | 19 | 19 |
| a221o | 15 | 15 |
| mux2 | 15 | 15 |
| nand2b | 14 | 14 |
| nand4 | 13 | 13 |
| a31o | 13 | 13 |
| and3 | 12 | 12 |
| or2 | 11 | 11 |
[kinds of logic (layout without fill, tap and decap cells)]
family                   after synthesis  after routing  synth area share [%]
buffers and inverters                 99            154                  8.23
adder cells (fa/ha/maj)               51             51                  12.6
multiplexers                          93             93                  20.3
latches                                1              1                 0.243
AND/OR/NAND/NOR                      312            312                  26.9
AND-OR/OR-AND                        216            216                  26.4
XOR/XNOR                              34             34                  5.24
[metal layers]
metal / wire [um] / part of all wire, % / GRT usage (%) / vias to the layer above
li1: - / - / - / 3220
met1: 11700 / 42 / 38.3 / 3433
met2: 12400 / 45 / 40.6 / 443
met3: 2780 / 10 / 4.64 / 52
met4: 673 / 2.4 / 5.79 / 0
met5: 0 / 0 / 0 / -
Power and IR drop assume default switching activity.
