==> flow/design.v <==
`timescale 1ns / 1ps
module full_addr(input in1,input in2,input cin,output out,output cout);
    assign out = in1 ^ in2 ^ cin;
    assign cout = in1 & (in2 | cin) | (in2 & cin);
endmodule
`timescale 1ns / 1ps
module ripple_carry_addr_16(
    input[15:0] in1, 
    input[15:0] in2, 
    input cin, 
    output[15:0] out, 
    output cout
    );
    wire aux_cout;
    ripple_carry_addr_8 ripple_8_1(.in1(in1[7:0]), .in2(in2[7:0]), .cin(cin), .out(out[7:0]), .cout(aux_cout));
    ripple_carry_addr_8 ripple_8_2(.in1(in1[15:8]), .in2(in2[15:8]), .cin(aux_cout), .out(out[15:8]), .cout(cout));
endmodule
`timescale 1ns / 1ps
module ripple_carry_addr_32(
    input[31:0] in1, 
    input[31:0] in2, 
    input cin, 
    output[31:0] out, 
    output cout
    );
    wire aux_cout;
    ripple_carry_addr_16 ripple_16_1(.in1(in1[15:0]), .in2(in2[15:0]), .cin(cin), .out(out[15:0]), .cout(aux_cout));
    ripple_carry_addr_16 ripple_16_2(.in1(in1[31:16]), .in2(in2[31:16]), .cin(aux_cout), .out(out[31:16]), .cout(cout));
endmodule
`timescale 1ns / 1ps
module ripple_carry_addr_64(
    input[63:0] in1, 
    input[63:0] in2, 
    input cin, 
    output[63:0] out, 
    output cout
    );
    wire aux_cout;
    ripple_carry_addr_32 ripple_32_1(.in1(in1[31:0]), .in2(in2[31:0]), .cin(cin), .out(out[31:0]), .cout(aux_cout));
    ripple_carry_addr_32 ripple_32_2(.in1(in1[63:32]), .in2(in2[63:32]), .cin(aux_cout), .out(out[63:32]), .cout(cout));
endmodule
`timescale 1ns / 1ps
module ripple_carry_addr_8(
    input[7:0] in1, 
    input[7:0] in2, 
    input cin, 
    output[7:0] out,
    output cout
    );
    wire w1, w2, w3;
    wire w4, w5, w6, w7;
    full_addr addr1(.in1(in1[0]),.in2(in2[0]),.cin(cin),.out(out[0]),.cout(w1));
    full_addr addr2(.in1(in1[1]),.in2(in2[1]),.cin(w1),.out(out[1]),.cout(w2));    
    full_addr addr3(.in1(in1[2]),.in2(in2[2]),.cin(w2),.out(out[2]),.cout(w3));
    full_addr addr4(.in1(in1[3]),.in2(in2[3]),.cin(w3),.out(out[3]),.cout(w4));
    full_addr addr5(.in1(in1[4]),.in2(in2[4]),.cin(w4),.out(out[4]),.cout(w5));
    full_addr addr6(.in1(in1[5]),.in2(in2[5]),.cin(w5),.out(out[5]),.cout(w6));
    full_addr addr7(.in1(in1[6]),.in2(in2[6]),.cin(w6),.out(out[6]),.cout(w7));
    full_addr addr8(.in1(in1[7]),.in2(in2[7]),.cin(w7),.out(out[7]),.cout(cout));
endmodule
==> flow/run.sh <==
#!/bin/bash
# OpenROAD 26Q1-2900-gdf79404cd8, Yosys 0.63+post, stock flow scripts
make -C /OpenROAD-flow-scripts/flow DESIGN_CONFIG=/design/flow/config.mk WORK_HOME=/design/flow/orfs finish
==> flow/config.mk <==
export PLATFORM = sky130hd
export DESIGN_NAME = ripple_carry_addr_64
export DESIGN_NICKNAME = ripple_carry_addr_64
export VERILOG_FILES = /design/flow/design.v
export SDC_FILE = /design/flow/constraint.sdc
export NUM_CORES = 4
export LEC_CHECK = 1
export CORE_UTILIZATION = 40
==> flow/constraint.sdc <==
current_design ripple_carry_addr_64

set clk_period 23.5
set clk_io_pct 0.2

create_clock -name clk0 -period $clk_period

set non_clock_inputs [all_inputs -no_clocks]
set_input_delay [expr $clk_period * $clk_io_pct] -clock clk0 $non_clock_inputs
set_output_delay [expr $clk_period * $clk_io_pct] -clock clk0 [all_outputs]
==> deck_impl_summary.md <==
Flow Results at a Glance

Setup path
  • CP max-delay cell: fa_2
  • Slowest cell delay on critical path: 0.43 ns
  • Critical path fanouts, max: 1
  • Crit path kind: primary input to output pin
  • Most used cell, CP: fa_2
  • Worst Path Arrival: 27.46 ns
  • Crit path required time: 18.80 ns
  • Critical Path Start Type: primary input
  • Critical path capture point type: output pin

Final timing
  • Setup tns final: -116.81 ns
  • Setup violators final: 26
  • Final Hold Fails: 0
  • Fmax: 31.1 MHz
  • Fin. max-slew vios: 0
  • RSZ-0062 raised after global routing: yes
  • Fin crit period: 32.16 ns
  • Slew @ Worst Pin: 0.146 ns
  • Final worst slack: -8.66 ns
  • Hold WS: 10.16 ns
  • Fin crit share: 137%
  • Slew headroom: 90.2%

Synthesis
  • Cell Type Count: 3
  • Area leader share: 71.2%
  • Chip Area, Yosys: 0.00180 mm2
  • Most frequent cells after synthesis: buf_4 (64), fa_1 (64), inv_1 (10)
  • Post-Syn Area per Cell: 13.0 um2
  • Biggest area cells: fa_1 (71%), buf_4 (27%), inv_1 (2.1%)
  • Synth Instances: 138
  • Seq share, synth: 0%
  • Yosys cell count: 138
  • Mapped Area: 0.00180 mm2
  • Ys Warns: 0
  • Synth area leader: fa_1

Routing
  • # diodes: 0
  • Via density: 4.52
  • Total Routed Length: 5530 um
  • Pre-antenna DRT Iters: 4
  • Residual DRC count: 0
  • Vias: 1446
  • Initial DRC count: 16
  • Post-DRT Antenna Nets: 0
  • WL/cell: 17.3 um

Power
  • Overall Power: 0.0851 mW
  • Power per cell area: 25.2 mW/mm2
  • Leak pwr: 1.24 nW
  • Worst vdd ir: 0.0129 mV

Floorplan
  • I/O pin cnt: 194
  • Core footprint: 0.00432 mm2
  • Die height: 69.1 um
  • Full die area: 0.00477 mm2
  • Core utilization before placement: 41.6%
  • Die Width: 69.1 um
  • # rows: 24

Place
  • Pre-CTS setup slack: -9.35 ns
  • Final GP Congestion: 0.837
  • Placed Area: 0.00350 mm2
  • Number of buffers added on ports: 194
  • Placed cells: 320
  • Post-DP HPWL: 5570 um

Global routing
  • Largest net degree at the start of global routing: 2
  • Global-route wire length before repair: 8790 um
  • Initial antenna violation count: 0
  • Gr ovfl total: 0
  • Vias in the first global route: 1625
  • Total track usage: 26.0%

Cells and area
  • Final cell count without fillers: 320
  • Register area: 0 um2
  • Clock buf count: 0
  • Layout cell share with drive strength beyond 1: 37.3%
  • Area growth, synth to finish: 87.6%
  • Seq_cells: 0
  • Final Util: 78.1%
  • Final Instance Area: 0.00338 mm2

Outcome
  • Outcome: finished, violations left
  • Failing checks: negative setup slack

Job
  • Tool warnings: 36
  • Max-cap viol count: 0

CTS
  • Buffer count from post-CTS setup fixing: 0
  • # hold bufs at CTS: 0

Hold path
  • Hold/Removal Path Class: primary input to output pin
layout by cell type, fill, tap and decap left out:
cell type,instances
clkbuf_2,1
dlygate4sd2_1,2
inv_6,1
clkdlybuf4s50_1,161
fa_2,64
inv_12,1
buf_2,26
buf_8,1
inv_1,4
buf_6,2
inv_2,4
dlymetal6s2s_1,1
worst max-delay path, delay by kind of cell:
kind	cells	cell delay, ns
adders and majority gates	64	22.36
buffers and inverters	6	0.40
layer usage:
| layer | vias up | part of all wire (%) | track usage [%] |
|---|---|---|---|
| li1 | 600 | - | - |
| met4 | 0 | 3.0 | 5.90 |
| met3 | 14 | 17 | 14.7 |
| met1 | 710 | 29 | 30.1 |
| met5 | - | 0 | 0 |
| met2 | 122 | 51 | 42.8 |
area by class of cell:
class | count | area (um2)
Tap cell | 52 | 65.1
Timing Repair Buffer | 194 | 1810
Inverter | 10 | 55.1
Fill cell | 303 | 948
Multi-Input combinational cell | 64 | 1440
logic make-up (layout without fill, tap and decap cells):
kind of cell,count (synthesis),in the layout,share of synthesized area [%]
adders and majority gates,64,64,71.2
buffers and inverters,74,204,28.8
worst paths after layout:
kind  depth (start not counted)  slack [ns]      end  startpoint
max                          70       -8.66  out[63]      in1[0]
min                           3       10.16  out[59]     in2[59]
power breakdown:
part           total [mW]  switching [mW]  internal (mW)
combinational      0.0851          0.0249         0.0603
clock                   0               0              0
sequential              0               0              0
repair_timing:
item	CTS	global route
resized	107	4
pin swaps	13	3
endpoints found under the setup margin	28	28
No activity file was given, so power comes from the tool's default toggle rates.
